File: flow/config.mk
export PLATFORM = sky130hd
export DESIGN_NAME = i_mem
export DESIGN_NICKNAME = i_mem
export VERILOG_FILES = /design/flow/design.v
export SDC_FILE = /design/flow/constraint.sdc
export NUM_CORES = 4
export LEC_CHECK = 1
export CORE_AREA = 10 10 82 82
export DIE_AREA = 0 0 92 92
File: flow/constraint.sdc
current_design i_mem

set clk_period 8.1
set clk_io_pct 0.2

create_clock -name clk0 -period $clk_period

set non_clock_inputs [all_inputs -no_clocks]
set_input_delay [expr $clk_period * $clk_io_pct] -clock clk0 $non_clock_inputs
set_output_delay [expr $clk_period * $clk_io_pct] -clock clk0 [all_outputs]
File: flow/design.v
`timescale 1ns / 1ps
module i_mem
(
  input [7:0]address,
  output [31:0]data
);
wire [31:0]program[255:0];
assign program[0]=32'h00168204;  
assign program[1]=32'h00168401;
assign program[2]=32'h00428201;
assign program[3]=32'h001681F9;  
assign program[4]=32'h00418101;
assign program[5]=32'h001680FA;  
assign program[6]=32'h00408001;
assign program[7]=32'h02308706;
assign program[8]=32'h02318704;
assign program[9]=32'h02328702;
assign program[10]=32'h00000700;
assign program[11]=32'h00168402;
assign program[12]=32'h00156000;
assign program[13]=32'h00008001;
assign program[14]=32'h00156100;
assign program[15]=32'h00018101;
assign program[16]=32'h00110200;
assign program[17]=32'h00028201;
assign program[18]=32'h0132870D;
assign program[19]=32'h00000700;
assign program[20]=32'h00168204;  
assign program[21]=32'h00168404;
assign program[22]=32'h00428201;
assign program[23]=32'h001681F9;  
assign program[24]=32'h00418101;
assign program[25]=32'h001680FA;  
assign program[26]=32'h00408001;
assign program[27]=32'h0230871A;
assign program[28]=32'h02318718;
assign program[29]=32'h02328716;
assign program[30]=32'h00168408;
assign program[31]=32'h00000700;
assign program[32]=32'h00156000;
assign program[33]=32'h00008002;
assign program[34]=32'h00156100;
assign program[35]=32'h00018102;
assign program[36]=32'h00110200;
assign program[37]=32'h00028202;
assign program[38]=32'h01328722;
assign program[39]=32'h00000700;
assign program[40]=32'h03308700;
genvar i;
generate 
    for (i=41;i<256;i=i+1) begin
        assign program[i] = 32'h00000700;
    end
endgenerate 
assign data=program[address];
endmodule
File: flow/run.sh
#!/bin/bash
# OpenROAD 26Q1-2900-gdf79404cd8, Yosys 0.63+post, stock flow scripts
make -C /OpenROAD-flow-scripts/flow DESIGN_CONFIG=/design/flow/config.mk WORK_HOME=/design/flow/orfs finish
==> flow_summary.yaml <==
# physical design summary
final_timing:
  setup_viol: 0
  finalHoldViolCount: 0
  fin_crit_ns: 6.24
  setup_tns_ns: 0
  rsz0062_at_grt: "no"
  slew_violations: 0
  max_slew_margin: 0.500
  tightest_slew_ns: 0.748
  fmax_mhz: 160
  period_used_share: 0.770
setup_path:
  worstSetupPathType: "input pin to primary output"
  crit_family: "buffers and inverters"
  critPathCaptureType: "primary output"
  required_ns: 6.48
  cp-start-kind: "input pin"
  cp_slowest_stage_delay_ns: 0.87
  crit_arrival_ns: 4.62
  worst_path_max_delay_cell: "clkdlybuf4s50_1"
  crit_chain: "clkdlybuf4s50_1 > buf_4 > or4b_1 > o31ai_1 > a221o_1 > a211oi_2 > nand4b_1 > nand3_1 > clkdlybuf4s50_1"
  path_max_fanout: 21
  crit_buf_inv: 3
  cpMostUsedCell: "clkdlybuf4s50_1"
run:
  drv_cap: 0
  warnings: 32
detailed_routing:
  dr.pass1.iters: 5
  drc: 0
  vias_per_cell: 5.58
  vias: 1607
  wire_per_inst_um: 15.1
  finalWirelength_um: 4360
  drt_iter0_drc: 342
  antenna_left: 0
  antennaDiodeCount: 0
yosys:
  ys_cells: 209
  synth_cells: 209
  yosysTopAreaCell: "a21oi_1"
  yosysUniqueCellTypes: 58
  ys_warn_count: 1
  syn_area_um2: 1230
  yosysMostFrequentCell: "nand2_1"
  topCellsByArea: "a21oi_1, buf_4, nand2_1, nor2_1, o21ai_0"
  synth_chip_area_um2: 1230
  avgSynthCellArea_um2: 5.90
  yosys-top-cells-count: "nand2_1, nor2_1, a21oi_1"
  postSynthSeqShare: 0
  synthDominantCellAreaShare: 0.0730
placement:
  place_area_um2: 1490
  placed_cells: 288
  hpwl_um: 3230
  portBuffers: 30
  gp_congestion: 0.995
finish:
  layout-drive-gt1-share: 0.0505
  post-route-cell-area_um2: 1490
  nClkBuffers: 0
  flop_area_um2: 0
  area_delta_synth_final_pct: 21.0
  instances_no_fill: 288
  n_fill_cell: 579
  ff_count: 0
die:
  row_count: 26
  die_h_um: 92
  die_x_um: 92
  chipArea_um2: 8460
  design.portCount: 40
  core_area_um2: 5070
  initCoreUtil: 0.243
clock_tree:
  ctsResizeCount: 0
  cts_setup_buffers: 0
  cts_hold_buffers: 0
power:
  static-leakage-power_uw: 0.000480
  power_density_nw_per_um2: 39.4
  total_power_uw: 58.8
  irDropWorstVdd_mv: 0.0164
grt:
  grt_overflow: 0
  antenna_found_initial: 0
  track_usage: 0.0990
  grt_max_degree: 34
  grt_pass1_wl_um: 7310
  grt_pass1_vias: 1460
min_path:
  hold_class: "input pin to primary output"
run_status:
  outcome: "finished, final reports clean"
## metal layers
layer / vias up / track usage / wire length (um)
li1: 780 / - / -
met1: 717 / 0.133 / 1740
met2: 98 / 0.168 / 2170
met3: 12 / 0.0157 / 369
met4: 0 / 0.0103 / 89
met5: - / 0 / 0
## worst paths after layout
check	start	to	slack, ns	cells past startpoint
worst max-delay path	address[1]	data[10]	1.86	9
worst min-delay path	address[2]	data[2]	4.41	5
## report_power, final
group	switching, uW	internal [uW]
sequential	0	0
combinational	34.5	24.3
clock	0	0
## cell usage in the layout (no fill, tap or decap), types with 4 or more instances in the layout
cell type | Yosys | routed
o32ai_1 | 4 | 4
clkdlybuf4s50_1 | 0 | 30
o21ai_1 | 7 | 7
o21ai_0 | 11 | 11
buf_4 | 12 | 4
a31oi_1 | 4 | 4
nor2_1 | 22 | 22
nand3_1 | 6 | 6
nand2b_1 | 5 | 5
nor3_1 | 5 | 5
nor2b_1 | 4 | 4
o31ai_1 | 4 | 4
a21oi_1 | 18 | 18
o21a_1 | 4 | 4
nand2_1 | 24 | 24
conb_1 | 1 | 10
## cell families (layout without fill, tap and decap cells)
family | Yosys count | count (layout) | share of synthesized area
xor+xnor | 2 | 2 | 0.0142
other cells | 1 | 10 | 0.00304
buf+inv | 39 | 39 | 0.171
mux | 1 | 1 | 0.00811
simple gates | 86 | 86 | 0.368
compound gates | 80 | 80 | 0.435
## area by class of cell
class | count | area [um^2] | area share
Multi-Input combinational cell | 179 | 1060 | 0.707
Timing Repair Buffer | 34 | 330 | 0.221
Tap cell | 70 | 87.6 | 0.0587
Inverter | 5 | 18.8 | 0.0126
## through the flow
stage                     setup WS [ns]  hold WS [ns]  utilization
after floorplan                    3.56          3.38            -
after global placement             1.84          4.43        0.294
after detailed placement           1.91          4.42        0.294
after CTS                          1.89          4.42        0.294
after global routing               1.72          4.47        0.294
final                              1.86          4.41        0.294
## worst min-delay path, cell delays in order
cell             delay, ns
clkdlybuf4s50_1       0.39
buf_4                 0.23
nand2_1               0.09
o21ai_1               0.05
clkdlybuf4s50_1       0.39
No activity file was given, so power comes from the tool's default toggle rates.
